--- flow/run.sh ---
#!/bin/bash
# OpenROAD 26Q1-2900-gdf79404cd8, Yosys 0.63+post, stock flow scripts
make -C /OpenROAD-flow-scripts/flow DESIGN_CONFIG=/design/flow/config.mk WORK_HOME=/design/flow/orfs finish
--- flow/config.mk ---
export PLATFORM = sky130hd
export DESIGN_NAME = Register_File
export DESIGN_NICKNAME = Register_File
export VERILOG_FILES = /design/flow/design.v
export SDC_FILE = /design/flow/constraint.sdc
export NUM_CORES = 4
export LEC_CHECK = 1
export CORE_UTILIZATION = 40
--- flow/constraint.sdc ---
current_design Register_File

set clk_period 23.5
set clk_io_pct 0.2

create_clock -name clk0 -period $clk_period [get_ports {clk}]

set non_clock_inputs [all_inputs -no_clocks]
set_input_delay [expr $clk_period * $clk_io_pct] -clock clk0 $non_clock_inputs
set_output_delay [expr $clk_period * $clk_io_pct] -clock clk0 [all_outputs]
--- flow/design.v ---
module Register_File(
            input clk,rst,WE3,
            input [4:0]A1,A2,A3,
            input [31:0]WD3,
            output reg [31:0]RD1,RD2
    );
    reg [31:0] Register [31:0];
    integer i;
    initial begin
    for (i = 0; i < 32; i = i + 1)
        Register[i] = 32'b0;
    end
    always @(negedge clk) begin
        if (~rst) begin
            for (i = 1; i < 32; i = i + 1)
                Register[i] <= 32'b0;
            end
        else if (WE3 && (A3 != 5'd0)) begin
            Register[A3] <= WD3;
        end
    end
    always @(*) begin
        RD1 <= (A1 == 5'd0) ? 32'b0 : Register[A1];
        RD2 <= (A2 == 5'd0) ? 32'b0 : Register[A2];
    end
endmodule
==> flow_summary.ini <==
; generated from flow reports
[cells_and_area]
drive_gt1_share_pct = 20.3
flop_area_um2 = 30700
top_regs = Register: 1024 flops
largest_register_ff_count = 1024
post-route-util_pct = 49.1
syn_to_final_growth_pct = 21.4
nFillCells = 11300
largest_register = Register
multiInputGateArea_um2 = 22300

[worst_setup_path]
endpoint_kind = output port
cpLargestDelayFamily = AND-OR/OR-AND gates
timing.critical_path.buf_inv = 2
crit_arrival_ns = 15.70
crit_fanout = 2
cp.required_ns = 18.80
path_class = reg2out
crit_chain = mux4_2 > a22o_1 > a2111oi_0 > buf_4 > nor3_1 > clkdlybuf4s50_1
critPathMaxStageDelay_ns = 1.13
cp_slowest_cell = a2111oi_0
cp-start-kind = flip-flop

[floorplan]
fp_util_pct = 40.4
dieHeight_um = 370
ioPinCount = 114
coreArea_um2 = 134000
chipArea_um2 = 137000
num_rows = 134
die_w_um = 370

[cts]
ctsHoldBuffers = 0
ctsRootBufferMaster = clkbuf_16
clk_pin_slew_ns = 0.03
cts_sinks = 1024
htreeDepth = 3
clock_tree.buffer_depth = 3
post_cts_buffers = 0
numCtsBuffers = 115
cts_tree = done
cts_resized = 0

[logic_synthesis]
synth-async-reset-ratio_pct = 0
syn_area_um2 = 54100
common_cells = edfxtp_1, and2_1, mux4_2
edf_count = 1024
ys.flops = 1024
syn_inst = 3512
yosysSeqAreaShare_pct = 56.8
ys_area_um2 = 54100
yosysUniqueCellTypes = 42
avgSynthCellArea_um2 = 15.4
yosys_warnings = 1
ys_cells = 3512
synth_top_cell_by_count = edfxtp_1
synth_top_area_share_pct = 56.8
topCellsByArea = edfxtp_1, mux4_2, and2_1
ff_type = edfxtp_1
yosys.area.top_type = edfxtp_1

[global_route]
grt_max_degree = 49
grt.busiest_layer = met2
use_met1_pct = 33.0
use_met2_pct = 40.4
grt_use_met3_pct = 26.9
antenna_found_initial = 8
gr-total-overflow = 0
grt_usage_pct = 29.9
grt_pass1_vias = 41100
grt_pass1_wl_um = 265000

[timing]
slew_violations = 0
tightest_slew_ns = 1.34
rsz0062_at_grt = false
setup_tns_ns = 0
hold_viol = 0
slew_headroom_pct = 8.40
setup_viol = 0

[outcome]
outcome = complete, no violations

[detailed_routing]
post_drt_wl_per_cell_um = 28.5
viasPerCell = 5.62
vias = 36300
drtIter0Drc = 2363
ant_nets = 0
drt_wl_total_um = 184000
drc = 0
drt-pass1-iter-count = 18

[pwr]
finalPower_mw = 5.35
powerDensity_nw_per_um2 = 81.5
ir_worst_vdd_uv = 71.0
leakage_nw = 26.6

[place]
place.gp.congestion = 0.936
io_buffers = 113
hpwlAfterDp_um = 113000

[job]
tool_warnings = 1027
cap_violations = 0

[hold_path]
min_path_type = in2out
[power breakdown]
part | internal, mW | switching, mW | leakage (nW)
Sequential | 2.13 | 0.0547 | 9.75
Combinational | 0.241 | 0.311 | 9.36
Clock | 1.42 | 1.20 | 7.50
[logic make-up (layout without fill, tap and decap cells)]
logic type,count (synthesis),in the layout,share of synthesized area [%]
and+or+nand+nor,1148,1148,13.0
DFF,1024,1024,56.8
muxes,655,655,23.0
buffers and inverters,389,1531,3.24
AOI/OAI and AO/OA,295,295,3.95
other,1,41,0.00693
[area by class of cell]
type	instances	share of cell area, %
multi-input combinational	2130	33.9
clock inverter	1114	7.50
inverter	2	0.0114
timing repair buffer	296	3.82
tap	1768	3.37
sequential	1024	46.8
antenna	9	0.0343
clock buffer	119	4.53
[worst min-delay path: cells and delay by family]
family          cells  cell delay [ns]
buf+inv             2             0.72
compound gates      1             0.43
simple gates        1             0.15
[metal layers]
metal  up-vias  routed length [µm]
met5         -                1150
met4        22                5640
met3       318               34500
met2      2352               83500
met1     17800               59500
li1      15800                   -
[cells in the final DEF (no fill, tap or decap), types with 6 or more instances in the layout]
cell type / n
conb_1: 32
a22o_1: 56
mux2i_1: 156
nor3_1: 56
clkinvlp_2: 19
o21ai_4: 28
bufinv_16: 25
a21oi_1: 10
buf_4: 184
diode_2: 9
a2111oi_1: 9
inv_4: 12
edfxtp_1: 1024
nand2_1: 14
a22oi_1: 15
and2_1: 994
nor2_4: 20
mux2_2: 31
a2111oi_0: 47
mux4_2: 468
nand2b_1: 8
clkdlybuf4s50_1: 104
inv_1: 1053
o22ai_1: 109
nor2_2: 9
nor2_1: 6
clkbuf_16: 119
nor2b_1: 9
[per-stage QoR]
stage	cells	cell area [µm²]	hold slack (ns)	setup WS (ns)
after floorplan	3543	54200	9.60	3.69
after global placement	5221	57800	10.77	3.87
after detailed placement	5221	57800	10.74	3.93
after CTS	6453	65700	10.75	3.13
after global routing	6454	65700	10.74	3.02
final	6462	65700	10.72	3.10
[final timing paths]
check / startpoint / to / cells after the start
min: A1[0] / RD1[18] / 4
max: Register[14][10]$_SDFFCE_NN0P_ / RD2[10] / 6
Power is estimated from default activity; no workload was simulated.
