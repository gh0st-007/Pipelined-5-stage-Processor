==> flow/config.mk <==
export PLATFORM = sky130hd
export DESIGN_NAME = ID_IE_Reg
export DESIGN_NICKNAME = ID_IE_Reg
export VERILOG_FILES = /design/flow/design.v
export SDC_FILE = /design/flow/constraint.sdc
export NUM_CORES = 4
export LEC_CHECK = 1
export CORE_AREA = 10 10 242 242
export DIE_AREA = 0 0 252 252
==> flow/constraint.sdc <==
current_design ID_IE_Reg

set clk_period 1.0
set clk_io_pct 0.2

create_clock -name clk0 -period $clk_period [get_ports {clk}]

set non_clock_inputs [all_inputs -no_clocks]
set_input_delay [expr $clk_period * $clk_io_pct] -clock clk0 $non_clock_inputs
set_output_delay [expr $clk_period * $clk_io_pct] -clock clk0 [all_outputs]
==> flow/design.v <==
module ID_IE_Reg(
    input clk,reset, flush,  
    input [31:0] PC_In, PC_plus4_In, RD1_In, RD2_In, Imm_In,
        input [4:0]  Rd_In, Rs1_In,Rs2_In,
    input ALU_Src_In, Branch_In, Jump_In,
    input [2:0] ALU_Control_In,
    input  Mem_Read_In, Mem_Write_In,
    input Reg_write_In,
    input [1:0] ResultSrc_In,
    output reg [31:0] PC_Out, PC_plus4_Out, RD1_out, RD2_out, Imm_out,
    output reg [4:0]  RD_out, Rs1_Out, Rs2_Out,
    output reg ALU_Src_Out,  Branch_Out, Jump_Out,
    output reg [2:0] ALU_Control_Out,
    output reg Mem_Read_Out, Mem_Write_Out,
    output reg Reg_write_Out,
    output reg [1:0] ResultSrc_Out
);
    always @(posedge clk) begin
        if (~reset || flush) begin
            PC_Out      <= 32'b0;
            PC_plus4_Out<= 32'b0;
            RD1_out     <= 32'b0;
            RD2_out     <= 32'b0;
            Imm_out     <= 32'b0;
            RD_out      <= 5'b0;
            Rs1_Out     <= 5'b0;
            Rs2_Out     <= 5'b0;
            ALU_Src_Out   <= 1'b0;
            ALU_Control_Out<= 3'b0;
            Branch_Out    <= 1'b0;
            Jump_Out      <= 1'b0;
            Mem_Read_Out  <= 1'b0;
            Mem_Write_Out <= 1'b0;
            Reg_write_Out <= 1'b0;
            ResultSrc_Out  <= 2'b00;
        end
        else begin
            PC_Out      <= PC_In;
            PC_plus4_Out<= PC_plus4_In;
            RD1_out     <= RD1_In;
            RD2_out     <= RD2_In;
            Imm_out     <= Imm_In;
            RD_out      <= Rd_In;
            Rs1_Out     <= Rs1_In;
            Rs2_Out     <= Rs2_In;
            ALU_Src_Out   <= ALU_Src_In;
            ALU_Control_Out<= ALU_Control_In;
            Branch_Out    <= Branch_In;
            Jump_Out      <= Jump_In;
            Mem_Read_Out  <= Mem_Read_In;
            Mem_Write_Out <= Mem_Write_In;
            Reg_write_Out <= Reg_write_In;
            ResultSrc_Out  <= ResultSrc_In;
        end
        end
        initial begin
            ALU_Src_Out   = 1'b0;
            ALU_Control_Out= 3'b0;
            Branch_Out   = 1'b0;
            Jump_Out      = 1'b0;
            Mem_Read_Out  = 1'b0;
            Mem_Write_Out = 1'b0;
            Reg_write_Out = 1'b0;
            ResultSrc_Out  = 2'b00;
            PC_Out      = 32'b0;
            PC_plus4_Out= 32'b0;
            RD1_out     = 32'b0;
            RD2_out     = 32'b0;
            Imm_out     = 32'b0;
            RD_out      = 5'b0;
            Rs1_Out     = 5'b0;
            Rs2_Out     = 5'b0;
    end
endmodule
==> flow/run.sh <==
#!/bin/bash
# OpenROAD 26Q1-2900-gdf79404cd8, Yosys 0.63+post, stock flow scripts
make -C /OpenROAD-flow-scripts/flow DESIGN_CONFIG=/design/flow/config.mk WORK_HOME=/design/flow/orfs finish
==> out/results.ini <==
[run_status]
status=finished, violations left
violations=negative setup slack

[critical_path]
setup.worst_path.start=ResultSrc_Out[0]
path_buffers=1
cp-end-kind=primary output
critical-path-max-stage-delay_ns=0.41
cpMaxStageDelayCell=dfxtp_4
cp.required_ns=0.80
critPathTopFamily=flip-flops
worst-path-max-fanout=1
crit_chain=buf_2
worst-setup-path-type=reg2out
crit_arrival_ns=1.01
crit_path_end=ResultSrc_Out[0]
crit_cells=1
start_kind=flop

[routing]
first_iter_violations=137
wl_um=22600
antenna_cells=0
ant_nets=0
firstDrtPassIters=4
via_per_inst=2.99
vias=4450
wl_per_cell_um=15.2
drc_errors=0

[grt]
grt_util_met1=0.0826
grt_usage=0.0695
grt_use_met3=0.0325
grtUsageMet2=0.113
overflow=0
grt-busiest-layer=met2
grt_max_degree=91
grt_pass1_vias=4802
grt_pass1_wl_um=33000
antenna_found_initial=0

[cts]
path_clk_slew_ns=0.07
htree_levels=4
root_buffer=clkbuf_16
cts_tree=yes
post_cts_buffers=0
cts_buffer_depth=2
cts_resized=668
cts_buffers=17
clkSinkCount=186
postCtsHoldBufs=0

[final_timing]
layout_setup_ws_ns=-0.211
hold_viol=0
worstMarginPinSlew_ns=0.333
fin_tns_setup_ns=-15.94
setup_viol=186
fin_crit_sh=1.21
final-max-slew-violation-count=0
slew_headroom=0.778
fmax_mhz=826
rsz0062_at_grt=true
period_minus_slack_ns=1.21

[synthesis]
logic_family=simple AND/OR/NAND/NOR gates
syn_avg_cell_area_um2=13.5
yosys-stat-area_mm2=0.00555
synth-compound-area-share=0
ys.flops=186
synth_cell_types=5
syn_inst=412
postSynthSeqShare=0.671
fa_ha_area_frac=0
yosys_cells=412
ys_warn_count=1
synthXorXnorAreaFrac=0
ys_sh_simple=0.293
syn-cell-area_mm2=0.00555
synth.area.mux_share=0

[finish]
final_layout_size_suffix_gt1_frac=0.352
finalNonFillerCells=1486
syn_to_final_growth_pct=80.4
design_area_mm2=0.0100
fillCellCount=5827

[floorplan]
fp_util=0.105
die_y_um=252
die_area_mm2=0.0635
io_pins=375
core-area_mm2=0.0530
core.rowCount=84
die_x_um=252

[hold_path]
worstHoldPathType=in2reg

[place]
place_area_mm2=0.0102
portBuffers=374
place.gp.congestion=0.804
dp_hpwl_um=17700
place_inst=1454

[power_and_ir_drop]
max-vdd-ir-drop_uv=1170
power.density_mw_per_mm2=1600
clkPwrFrac=0.412
power.share.sequential=0.487
switching_share=0.241
power_leakage_nw=4.98
internal-power_mw=12.1
pwr-share-comb=0.101
power.switching_mw=3.85

[flow_run]
maxCapViolCount=0
tool_warnings=27

-- per-stage QoR --
step	worst slack [ns]	hold slack, ns	total power [mW]	utilization
detailed placement	-0.285	0.726	9.86	0.193
CTS	-0.291	0.166	16.4	0.188
global route	-0.280	0.199	16.8	0.189
global placement	-0.286	0.733	9.85	0.193
finish	-0.211	0.220	16.0	0.189
floorplan	0.260	0.364	8.27	-
-- metal layers --
layer  part of all wire  wire length, um
met5                  0                0
met4              0.026              582
met3               0.10             2370
met2               0.48            10800
met1               0.39             8860
-- Yosys cell counts --
master / number / area share
dfxtp_1: 186 / 0.67
and3b_1: 186 / 0.29
clkbuf_1: 8 / 0.0054
buf_4: 4 / 0.0054
buf_2: 28 / 0.025
-- layout by cell type, fill, tap and decap left out --
cell type / Yosys / final
and3b_1: 186 / 186
dfxtp_2: 0 / 37
clkbuf_16: 0 / 17
clkinv_8: 0 / 2
buf_2: 28 / 170
clkinvlp_4: 0 / 3
inv_8: 0 / 4
buf_12: 0 / 9
dfxtp_1: 186 / 144
buf_4: 4 / 13
clkdlybuf4s50_1: 0 / 186
clkinv_4: 0 / 4
dfxtp_4: 0 / 5
clkbuf_1: 8 / 1
clkinv_2: 0 / 1
buf_6: 0 / 16
-- logic make-up after synthesis --
kind of cell	Yosys count
flops	186
simple gates	186
buf+inv	40
-- registers in the layout, indices dropped and copies added, names as in the netlist --
register,cells
Imm_out,32
PC_Out,32
PC_plus4_Out,32
RD1_out,32
RD2_out,32
RD_out,5
Rs1_Out,5
Rs2_Out,5
ALU_Control_Out,3
ResultSrc_Out,2
ALU_Src_Out,1
Branch_Out,1
Jump_Out,1
Mem_Read_Out,1
Mem_Write_Out,1
Reg_write_Out,1
-- worst min path at each step --
stage | start | end | cells past startpoint
CTS | reset | PC_Out[31] | 3
global route | reset | PC_Out[31] | 3
finish | flush | ALU_Src_Out | 3
-- cell type report --
class                   instances  area (um2)  share of cell area
multi-input cells             186        1630               0.163
repair buffers                394        3170               0.316
well taps                     688         861              0.0859
clock buffers                  18         429              0.0428
flip-flops and latches        186        3790               0.378
clock inverters                14         140              0.0140
-- power groups by stage --
stage     registers [mW]  clock network, mW  logic [mW]
4_1_cts             7.79               7.00        1.64
5_1_grt             7.82               7.20        1.76
6_report            7.79               6.59        1.61
Power figures rest on the tool's default switching activity, not on a simulated workload.
