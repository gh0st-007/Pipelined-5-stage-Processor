### flow/run.sh
#!/bin/bash
# OpenROAD 26Q1-2900-gdf79404cd8, Yosys 0.63+post, stock flow scripts
make -C /OpenROAD-flow-scripts/flow DESIGN_CONFIG=/design/flow/config.mk WORK_HOME=/design/flow/orfs finish
### flow/constraint.sdc
current_design ALU

set clk_period 36.5
set clk_io_pct 0.2

create_clock -name clk0 -period $clk_period

set non_clock_inputs [all_inputs -no_clocks]
set_input_delay [expr $clk_period * $clk_io_pct] -clock clk0 $non_clock_inputs
set_output_delay [expr $clk_period * $clk_io_pct] -clock clk0 [all_outputs]
### flow/config.mk
export PLATFORM = sky130hd
export DESIGN_NAME = ALU
export DESIGN_NICKNAME = ALU
export VERILOG_FILES = /design/flow/design.v
export SDC_FILE = /design/flow/constraint.sdc
export NUM_CORES = 4
export LEC_CHECK = 1
export CORE_UTILIZATION = 30
### flow/design.v
module ALU(
    input [31:0] A,B,
    input [2:0] ALUControl,
    output [31:0] Result,
    output Zero
    );
    wire Cout;
    wire [31:0]Sum;
    assign {Cout,Sum} = (ALUControl == 3'b000) ? (A + B) : (A + ((~B)+1)) ;
    assign #2 Result = (ALUControl == 3'b000) ? Sum :
                        (ALUControl == 3'b001) ? Sum :
                        (ALUControl == 3'b010) ? {{31{1'b0}},(Sum[31])} :
                        (ALUControl == 3'b011) ? A | B :
                        (ALUControl == 3'b100) ? A & B : {32{1'b0}};
    assign Zero = (Result == 32'b0);
endmodule
==> flow_metrics.rpt <==
FLOW METRICS REPORT
----------------------------------------------------
[Outcome]
  Run status ........................ completed

[Final timing]
  Number of hold violations in the final report ........................ 0
  Final Cycle Share ........................ 52.7%
  Top achievable clock speed ........................ just over 50 MHz
  Slew HR ........................ 50.6%
  Final setup violating endpoints ........................ 0
  Crit path time final ........................ 19.25 ns
  Aggregate negative setup slack ........................ 0 ns
  Unrepaired setup endpoints after global routing ........................ false
  Final slew viol count ........................ 0
  Transition time at the pin with the least slew margin ........................ about 0.74 ns

[Cells and area]
  Most common library cell in the layout ignoring fill and taps ........................ clkdlybuf4s50_1
  Most common logic cells in the final layout ........................ clkdlybuf4s50_1, ha_1, inv_1, a21oi_1, nor2_1
  Reg area ........................ 0 um^2
  Fraction of final layout cells sized beyond drive strength 1 ........................ 3.31%
  Area overhead of the layout relative to synthesis ........................ 22.2%
  Final core utilization ........................ 37.5%
  Number of clock buffer instances in the layout ........................ 0
  Number of sequential cells ........................ 0

[Floorplan]
  Overall chip area ........................ 0.0176 mm^2
  Floorplan die width ........................ 133 um
  Share of the core filled by cells before placement ........................ 30.7%
  I/O pin count ........................ 100
  FP Rows ........................ 47
  Core footprint ........................ approximately 0.017 mm^2
  Die Y ........................ 133 um

[Detailed routing]
  First-pass DRT Iterations ........................ 8
  Drt first-iter violations ........................ 349
  Routed vias ........................ between 5000 and 6000
  Antenna-violating nets left ........................ 0
  Average via count per standard cell ........................ roughly 5.6
  Number of design rule violations left after detail routing ........................ 0
  Routed wirelength normalized by instance count ........................ 18.2 um
  Ant diodes ........................ 0
  Routed wire length ........................ 19.5 mm

[Setup path]
  Startpoint type of the worst setup path ........................ input port
  Number of buffers and inverters on the critical path ........................ 3
  WP data required ........................ 29.20 ns
  Largest delay share family, worst path ........................ simple AND/OR/NAND/NOR gates
  Critical Path AT ........................ 11.95 ns
  Maximum cell stage delay along the critical path ........................ 0.63 ns
  Slowest stage cell on the critical path ........................ or4_1
  Largest fanout of any net on the critical path ........................ 5
  Critical path start-end classification ........................ in -> out
  Ordered cell list for the critical path ........................ clkdlybuf4s50_1 -> ha_1 -> inv_1 -> fa_1 -> nor2b_1 -> o31a_1 -> o21ai_1 -> a2111oi_0 -> a211oi_1 -> xnor2_1 -> o21ai_1 -> or4_1 -> nor4b_2 -> nand4_1 -> nor3_2 -> clkdlybuf4s50_1
  Critical Path Sink Type ........................ output pin

[Synthesis]
  Synthesis warning total ........................ 0
  Synthesized area per cell ........................ 6.51 um^2
  Total cell area reported by yosys after synthesis ........................ 0.00511 mm^2
  Instance count of the mapped netlist ........................ 786
  Yosys cell count ........................ 786
  Post-Syn Area ........................ 0.00511 mm^2
  Distinct lib cells used ........................ 76
  Synth Seq Share ........................ 0%

[Clock network]
  Number of buffers added for setup after CTS ........................ 0
  Post-CTS sizing ........................ 0
  CTS Hold Bufs ........................ 0

[Worst hold path]
  Hold worst-path end ........................ Result[19]
  Min-delay src ........................ ALUControl[2]
  Worst hold path class ........................ in -> out
  Hold path cells ........................ 4

[Pwr]
  Power per cell area ........................ approximately 16 mW/mm^2
  IR drop worst, VDD ........................ 0.00705 mV
  Leakage power ........................ 2.73 nW

[Placed design]
  Port Buf Inserts ........................ around 100
  Final HPWL DP ........................ 15.8 mm
  Routability-driven placement congestion ratio ........................ 0.965

[GRT]
  GRT Residual Overflow ........................ 0
  All-Layer GR Usage ........................ 22.3%
  Vias in the first global route ........................ 5679
  Wire length of the first global-routing pass ........................ between 30 and 40 mm
  Pin count of the biggest net entering global routing ........................ 36
  Initial antenna violation count ........................ 0

[Job]
  Max-capacitance violation count ........................ 0
  Total tool warning count ........................ 95

----------------------------------------------------
[cells by family after synthesis]
family	count (synthesis)	share of synthesized area, %
buffers and inverters	138	10.6
adders and majority gates	97	24.0
and+or+nand+nor	254	24.3
AOI/OAI and AO/OA	268	35.9
muxes	5	0.979
xor gates and xnor gates	24	4.26
[tightest hold or removal path, cell delays in order]
cell and delay (ns):
clkdlybuf4s50_1 0.58, a211o_1 0.13, nand2_1 0.07, clkdlybuf4s50_1 0.41
[Yosys cell counts, drive strengths merged, types with 3 or more instances]
library cell | instances | area, um^2
nand2 | 65 | 244
a211o | 9 | 78.8
or2 | 4 | 25.0
xor2 | 3 | 26.3
a21o | 12 | 90.1
o221ai | 18 | 164
o31a | 3 | 26.3
nor3 | 25 | 135
a2111oi | 5 | 68.8
a22oi | 5 | 37.5
clkbuf | 31 | 116
nand4 | 8 | 50.1
nand3 | 16 | 80.1
a211oi | 14 | 110
nor4 | 16 | 100
o31ai | 18 | 140
o21bai | 8 | 60.1
nor2b | 14 | 87.6
o21a | 4 | 30.0
inv | 93 | 349
buf | 14 | 75.1
ha | 95 | 1190
a2111o | 3 | 33.8
o21ai | 46 | 230
xnor2 | 21 | 191
or4 | 3 | 22.5
a21oi | 80 | 400
a31oi | 8 | 50.1
o211ai | 10 | 75.1
mux2i | 5 | 50.1
nor2 | 74 | 278
or3 | 7 | 43.8
nand2b | 7 | 43.8
and3 | 6 | 37.5
o311ai | 3 | 33.8
[how the worst max path moves through the flow]
stage         from    to  depth (start not counted)
CTS           A[2]  Zero                         15
global route  A[2]  Zero                         15
finish        B[0]  Zero                         16
[metal layers]
metal | global-route usage [%] | part of all wire [%]
met5 | 0 | 0
met2 | 38.3 | 47
met4 | 3.83 | 1.8
met1 | 31.0 | 46
met3 | 1.52 | 4.8
[per-stage QoR]
stage | cells | total power [mW] | hold WS [ns] | cell area, um^2 | setup WS (ns)
floorplan | 786 | 0.0598 | 14.69 | 5110 | 19.09
global placement | 1067 | 0.0974 | 15.81 | 6250 | 17.32
detailed placement | 1067 | 0.0964 | 15.80 | 6250 | 17.30
CTS | 1067 | 0.0970 | 15.81 | 6250 | 17.30
global route | 1067 | 0.107 | 15.84 | 6250 | 16.99
finish | 1067 | 0.0976 | 15.79 | 6250 | 17.25
[power by group]
group / internal [mW] / switching [mW]
logic: 0.0416 / 0.0559
registers: 0 / 0
clock network: 0 / 0
total: 0.0416 / 0.0559
[layout make-up]
| type | count | area [um^2] |
|---|---|---|
| well taps | 220 | 275 |
| fillers | 1791 | 10400 |
| repair buffers | 106 | 1050 |
| multi-input cells | 648 | 4580 |
| inverters | 93 | 349 |
Power and IR drop assume default switching activity.
